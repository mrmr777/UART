## design.v

```verilog
module apb_uart #(
    parameter DATAWIDTH = 8,
    parameter CLK_FREQ  = 100_000_000
)(
    input  wire        PCLK,
    input  wire        PRESETn,
    input  wire [31:0] PADDR,
    input  wire        PSEL,
    input  wire        PENABLE,
    input  wire        PWRITE,
    input  wire [31:0] PWDATA,
    output reg  [31:0] PRDATA,
    output reg         PREADY,
    input  wire        rx,
    output wire        tx
);
    reg        tx_en, rx_en;
    reg        tx_rst, rx_rst;
    reg [DATAWIDTH-1:0] tx_buf;
    wire [DATAWIDTH-1:0] rx_buf;
    wire tx_done, tx_busy;
    wire rx_done, rx_busy, rx_err;
    reg [31:0] bauddiv;
    reg tx_start;
    wire s_tick;
    baudrate_gen #(
        .BAUDRATE (9600),
        .CLK_FREQ (CLK_FREQ)
    ) baud_i (
        .clk   (PCLK),
        .reset (~PRESETn),
        .tick  (s_tick)
    );
    uart_tx #(
        .DATAWIDTH(DATAWIDTH)
    ) tx_i (
        .clk      (PCLK),
        .tx_rst   (tx_rst),
        .tx_en    (tx_en),
        .tx_start (tx_start),
        .din      (tx_buf),
        .s_tick   (s_tick),
        .tx       (tx),
        .tx_done  (tx_done),
        .tx_busy  (tx_busy)
    );
    uart_rx #(
        .DATAWIDTH(DATAWIDTH)
    ) rx_i (
        .clk     (PCLK),
        .rx_rst  (rx_rst),
        .rx_en   (rx_en),
        .rx      (rx),
        .s_tick  (s_tick),
        .dout    (rx_buf),
        .rx_done (rx_done),
        .rx_busy (rx_busy),
        .rx_error(rx_err)
    );
    always @(posedge PCLK or negedge PRESETn) begin
        if (!PRESETn) begin
            {tx_en, rx_en, tx_rst, rx_rst} <= 4'b0;
            tx_buf    <= 0;
            bauddiv   <= 0;
            tx_start  <= 0;
            PREADY    <= 0;
            PRDATA    <= 0;
        end else begin
            PREADY    <= 0;
            tx_start  <= 0;
            if (PSEL && PENABLE) begin
                PREADY <= 1;
                if (PWRITE) begin
                    case (PADDR[4:0])
                        5'h00: {tx_en, rx_en, tx_rst, rx_rst} <= PWDATA[3:0];
                        5'h02: begin
                            tx_buf   <= PWDATA[DATAWIDTH-1:0];
                            tx_start <= 1;
                        end
                        5'h04: bauddiv <= PWDATA;
                    endcase
                end else begin
                    case (PADDR[4:0])
                        5'h00: PRDATA <= {28'b0, tx_en, rx_en, tx_rst, rx_rst};
                        5'h01: PRDATA <= {27'b0, rx_err, tx_done, rx_done, tx_busy, rx_busy};
                        5'h02: PRDATA <= {24'b0, tx_buf};
                        5'h03: PRDATA <= {24'b0, rx_buf};
                        5'h04: PRDATA <= bauddiv;
                        default: PRDATA <= 0;
                    endcase
                end
            end
        end
    end
endmodule
module baudrate_gen #(
    parameter integer BAUDRATE = 9600,
    parameter integer CLK_FREQ = 100_000_000
)(
    input  wire clk,
    input  wire reset,
    output reg  tick
);
    localparam integer DIVISOR = (CLK_FREQ + (16*BAUDRATE - 1)) / (16*BAUDRATE);
    reg [15:0] cnt;
    always @(posedge clk or posedge reset) begin
        if (reset) begin
            cnt  <= 0;
            tick <= 0;
        end else if (cnt == DIVISOR-1) begin
            cnt  <= 0;
            tick <= 1;
        end else begin
            cnt  <= cnt + 1;
            tick <= 0;
        end
    end
endmodule
module uart_rx #(
    parameter DATAWIDTH = 8,
    parameter SB_TICK   = 16
)(
    input  wire clk,
    input  wire rx_rst,
    input  wire rx_en,
    input  wire rx,
    input  wire s_tick,
    output reg [DATAWIDTH-1:0] dout,
    output reg rx_done,
    output reg rx_busy,
    output reg rx_error
);
    localparam IDLE  = 2'b00,
               START = 2'b01,
               DATA  = 2'b10,
               STOP  = 2'b11;
    reg [1:0] state, state_n;
    reg [DATAWIDTH-1:0] data, data_n;
    reg [3:0] bit_cnt, bit_cnt_n;
    reg [7:0] s_cnt, s_cnt_n;
    always @(posedge clk or posedge rx_rst) begin
        if (rx_rst) begin
            state   <= IDLE;
            data    <= 0;
            bit_cnt <= 0;
            s_cnt   <= 0;
            dout    <= 0;
            rx_done <= 0;
            rx_busy <= 0;
            rx_error<= 0;
        end else begin
            state   <= state_n;
            data    <= data_n;
            bit_cnt <= bit_cnt_n;
            s_cnt   <= s_cnt_n;
            dout    <= data;
        end
    end
  always @(*) begin
        state_n   = state;
        data_n    = data;
        bit_cnt_n = bit_cnt;
        s_cnt_n   = s_cnt;
        rx_done   = 0;
        rx_busy   = (state != IDLE);
        rx_error  = 0;
        if (rx_en) begin
            case (state)
                IDLE: if (!rx) begin
                          state_n = START;
                          s_cnt_n = 0;
                      end
                START: if (s_tick) begin
                           if (s_cnt == 7) begin
                               state_n   = DATA;
                               s_cnt_n   = 0;
                               bit_cnt_n = 0;
                           end else s_cnt_n = s_cnt + 1;
                       end
                DATA: if (s_tick) begin
                          if (s_cnt == 15) begin
                              data_n = {rx, data[DATAWIDTH-1:1]};
                              s_cnt_n = 0;
                              if (bit_cnt == DATAWIDTH-1)
                                  state_n = STOP;
                              else
                                  bit_cnt_n = bit_cnt + 1;
                          end else s_cnt_n = s_cnt + 1;
                      end
                STOP: if (s_tick) begin
                          if (s_cnt == SB_TICK-1) begin
                              if (!rx) rx_error = 1;
                              state_n = IDLE;
                              rx_done = 1;
                          end else s_cnt_n = s_cnt + 1;
                      end
            endcase
        end
    end
endmodule
module uart_tx #(
    parameter DATAWIDTH = 8,
    parameter SB_TICK   = 16
)(
    input  wire clk,
    input  wire tx_rst,
    input  wire tx_en,
    input  wire tx_start,
    input  wire [DATAWIDTH-1:0] din,
    input  wire s_tick,
    output reg tx,
    output reg tx_done,
    output reg tx_busy
);
    localparam IDLE  = 2'b00,
               START = 2'b01,
               DATA  = 2'b10,
               STOP  = 2'b11;
    reg [1:0] state, state_n;
    reg [7:0] s_cnt, s_cnt_n;
    reg [3:0] bit_cnt, bit_cnt_n;
    reg [DATAWIDTH-1:0] shift, shift_n;
    reg tx_n, done_n;
    always @(posedge clk or posedge tx_rst) begin
        if (tx_rst) begin
            state   <= IDLE;
            s_cnt   <= 0;
            bit_cnt <= 0;
            shift   <= 0;
            tx      <= 1;
            tx_done <= 0;
            tx_busy <= 0;
        end else begin
            state   <= state_n;
            s_cnt   <= s_cnt_n;
            bit_cnt <= bit_cnt_n;
            shift   <= shift_n;
            tx      <= tx_n;
            tx_done <= done_n;
            tx_busy <= (state_n != IDLE);
        end
    end
    always @* begin
        state_n   = state;
        s_cnt_n   = s_cnt;
        bit_cnt_n = bit_cnt;
        shift_n   = shift;
        tx_n      = tx;
        done_n    = 0;
        if (tx_en) begin
            case (state)
                IDLE: begin
                    tx_n = 1;
                    if (tx_start) begin
                        shift_n = din;
                        s_cnt_n = 0;
                        state_n = START;
                    end
                end
                START: begin
                    tx_n = 0;
                    if (s_tick) begin
                        if (s_cnt == SB_TICK-1) begin
                            s_cnt_n   = 0;
                            bit_cnt_n = 0;
                            state_n   = DATA;
                        end else s_cnt_n = s_cnt + 1;
                    end
                end
                DATA: begin
                    tx_n = shift[bit_cnt];
                    if (s_tick) begin
                        if (s_cnt == SB_TICK-1) begin
                            s_cnt_n = 0;
                            if (bit_cnt == DATAWIDTH-1)
                                state_n = STOP;
                            else
                                bit_cnt_n = bit_cnt + 1;
                        end else s_cnt_n = s_cnt + 1;
                    end
                end
                STOP: begin
                    tx_n = 1;
                    if (s_tick) begin
                        if (s_cnt == SB_TICK-1) begin
                            state_n = IDLE;
                            done_n  = 1;
                            s_cnt_n = 0;
                        end else s_cnt_n = s_cnt + 1;
                    end
                end
            endcase
        end
    end
endmodule
```

## run.sh

```bash
#!/bin/bash
# OpenROAD 26Q1-2900-gdf79404cd8, Yosys 0.63+post, stock flow scripts
make -C /OpenROAD-flow-scripts/flow DESIGN_CONFIG=/design/flow/config.mk WORK_HOME=/design/flow/orfs finish
```

## config.mk

```make
export PLATFORM = sky130hd
export DESIGN_NAME = apb_uart
export DESIGN_NICKNAME = apb_uart
export VERILOG_FILES = /design/flow/design.v
export SDC_FILE = /design/flow/constraint.sdc
export NUM_CORES = 4
export LEC_CHECK = 1
export CORE_UTILIZATION = 40
```

## constraint.sdc

```tcl
current_design apb_uart

set clk_period 1.0
set clk_io_pct 0.2

create_clock -name clk0 -period $clk_period [get_ports {PCLK}]

set non_clock_inputs [all_inputs -no_clocks]
set_input_delay [expr $clk_period * $clk_io_pct] -clock clk0 $non_clock_inputs
set_output_delay [expr $clk_period * $clk_io_pct] -clock clk0 [all_outputs]
```

==> GITHUB_STEP_SUMMARY <==
## PnR job results

| Metric | Value |
|---|---|
| Ports | `104` |
| PortBufs | `76` |
| Share of cells above drive strength 1 | `51.5%` |
| H-tree levels | `4` |
| Initial antenna violation count | `0` |
| RSZ-0062 raised after global routing | `yes` |
| Routed Antenna Nets | `0` |
| Failing checks | `setup timing` |
| Status | `finished, violations left` |
| Total of max-cap violations | `0` |
| Clock slew at reported path FFs | `0.06 ns` |
| Crit Path Max Fanout | `4` |
| DR iter-0 viols | `262` |
| Clock skew | `0.0117 ns` |
| Power, Total | `15.2 mW` |
| Yosys chip area | `6680 um2` |
| # rows | `46` |
| Slew Limit Fails | `0` |
| WP data arrival | `2.19 ns` |
| Hold WC Path Type | `in -> async` |
| Yosys warns | `10` |
| Net Sw Frac | `23.7%` |
| Vias | `5484` |
| Leakage | `4.87 nW` |
| Worst-Skew Late Latency | `0.42 ns` |
| CP peak stage delay | `0.55 ns` |
| CTS tree | `built` |
| Cell variety after synth | `63` |
| Part of the power in the clock network | `42.6%` |
| Crit Path Class | `reg -> reg` |
| Internal Power | `11.6 mW` |
| Rel. slew slack | `70.9%` |
| CP required | `1.30 ns` |
| Pin count of the biggest net entering global routing | `59` |
| Comb power frac | `12.4%` |
| Grt ovf | `0` |
| #FFs+latches synth | `154` |
| Final Hold Vio Count | `0` |
| GRT Util Overall | `20.6%` |
| CTS root buf | `clkbuf_16` |
| OpenROAD warning count | `55` |
| Detailed Route WL | `16900 um` |
| Syn avg cell area | `11.5 um2` |
| Cells after Synth | `581` |
| Global-route wire length before repair | `27600 um` |
| DP Wirelength | `11100 um` |
| Period minus WS final | `1.89 ns` |
| Dpl ws | `-1.09 ns` |
| Die extent in x | `131 um` |
| Worst-margin pin slew | `0.435 ns` |
| Avg Vias per Cell | `5.10` |
| Crit path launch type | `flop` |
| Peak supply drop | `1.16 mV` |
| Fmax | `0.529 GHz` |
| Cycle use final | `189%` |
| Die footprint | `17200 um2` |
| Vias in the first global route | `5411` |
| Post-synth top flop | `dfrtp_1` |
| Switching Power | `3.61 mW` |
| Final hold slack | `0.132 ns` |
| CP Capture Type | `flop` |
| Drt first pass iters | `5` |
| Flop pwr share | `45.0%` |
| Post-synth EDFFs | `0` |
| Diodes inserted | `0` |
| Layout area overhead | `56.9%` |
| Slowest CP cell | `or4_4` |
| Die Ht | `131 um` |
| Gpl congestion | `0.841` |
| Register share after synthesis | `57.8%` |
| Clk sinks | `154` |
| Worst-path cell chain | `or4_4 > o31a_1 > or2_4 > a22o_2` |
| Ys async rst share | `100%` |
| TritonCTS buffer count | `17` |
| Average routed wire per standard cell | `15.7 um` |
| Number of remaining DRC errors | `0` |
| Fillers | `1131` |
| Clk buf depth | `2` |
| Final Setup Violations | `143` |
| Core area | `16100 um2` |
| Final setup margin | `-0.890 ns` |
| Yosys cell count | `581` |
| Post-Syn Area | `6680 um2` |
| Pwr Density | `1450 nW/um2` |
| Floorplan Utilization | `41.4%` |
stage by stage:
stage,instance area [um2],TNS (ns),instances,utilization [%]
CTS,10000,-42.66,1055,62.3
floorplan,7050,-45.14,581,-
finish,10500,-44.31,1076,65.0
global route,10500,-50.52,1076,65.0
detailed placement,8960,-104.01,983,55.6
global placement,8960,-101.22,983,55.6
cell usage after synthesis, types with 5 or more instances:
cell        n  area share [%]
o21ai_0    52             3.9
nand3_1    21             1.6
nand2_1    84             4.7
nor3_1      8            0.60
xnor2_1    12             1.6
or3_1       6            0.56
ha_1        5            0.94
a21oi_1    12            0.90
dfrtp_1   151              57
and3_1     12             1.1
inv_1      12            0.67
nor2_1     20             1.1
nand4_1     9            0.84
clkbuf_1   16            0.90
mux2_2     62              10
a22o_1      6            0.79
worst max-delay path, delay by kind of cell, from the launching register on:
kind	cells	cell delay, ns
compound gates	2	0.55
flops	1	0.40
simple gates	2	0.82
metal layers:
| layer | up-vias | routed length [um] | GRT usage, % | part of all wire, % |
|---|---|---|---|---|
| li1 | 2649 | - | - | - |
| met1 | 2699 | 8170 | 33.8 | 48 |
| met2 | 126 | 7570 | 29.9 | 45 |
| met3 | 10 | 1020 | 5.47 | 6.0 |
| met4 | 0 | 151 | 1.96 | 0.89 |
| met5 | - | 0 | 0 | 0 |
power groups by stage:
stage	clock [mW]	sequential [mW]	combinational [mW]
after CTS	6.63	6.84	1.77
after global routing	6.89	6.91	2.06
final	6.49	6.87	1.89
path summary, 6_finish.rpt:
check	start	end	slack, ns	cells past startpoint
hold reg to reg	rx_rst	rx_i.state[2]	0.33	2
setup / recovery	rx_i.s_cnt[7]	rx_i.bit_cnt[3]	-0.89	4
setup reg to reg	rx_i.s_cnt[7]	rx_i.bit_cnt[3]	-0.89	4
min in group clk0	PADDR[4]	tx_start	0.26	4
hold / removal	PRESETn	bauddiv[9]	0.13	2
max in group asynchronous	rx_rst	rx_i.data[1]	0.30	3
cells by family after synthesis:
family	share of synthesized area [%]
and+or+nand+nor	15.3
DFF	57.8
AOI/OAI and AO/OA	10.1
muxes	12.1
buffers and inverters	1.99
xor gates and xnor gates	1.84
adders and majority gates	0.937
layout make-up:
class / count / area [um2] / share of cell area, %
inverter: 12 / 48.8 / 0.466
multi-input combinational: 395 / 3390 / 32.3
clock inverter: 13 / 169 / 1.61
tap: 216 / 270 / 2.58
timing repair buffer: 267 / 2310 / 22.1
sequential: 154 / 3860 / 36.9
clock buffer: 19 / 433 / 4.13
sequential cells by signal, indices dropped and copies added, names as in the netlist, 8 cells and up:
signal	flops
PRDATA	32
baud_i.cnt	16
bauddiv	32
rx_i.data	8
rx_i.dout	8
rx_i.s_cnt	8
tx_buf	8
tx_i.s_cnt	8
tx_i.shift	8
layout by cell type (no fill, tap or decap), drive strengths merged, types with 4 or more instances in the layout:
master,n
nand2b,4
clkdlybuf4s50,33
buf,230
nand2,84
mux4,4
a221oi,4
dfrtp,151
ha,5
o31ai,4
nand4,9
xnor2,12
inv,13
or3,6
o21ai,52
a22o,8
nor3,10
or2,5
mux2,62
clkinv,7
nand3,21
nor2,21
and3,13
nor3b,4
a21oi,12
clkbuf,19
what timing repair did:
item                                    CTS  global route
pin swaps                                45            34
resized                                 207            74
cloned                                    3             0
hold buffers                              1             0
endpoints found under the hold margin    95             0
buffers inserted                         37            25
endpoints found under the setup margin  178           178
Power and IR drop assume default switching activity.
